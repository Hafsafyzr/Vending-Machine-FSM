**flow/design.v**
```verilog
`timescale 1ns / 1ps
module mealy_vending (
    input wire clk,
    input wire reset,
    input wire [1:0] coin,   
    output reg out
);
    parameter S0  = 2'b00;  
    parameter S5  = 2'b01;  
    parameter S10 = 2'b10;  
    reg [1:0] state, next_state;
    always @(posedge clk or posedge reset) begin
        if (reset)
            state <= S0;
        else
            state <= next_state;
    end
    always @(*) begin
        next_state = state; 
        out = 0;            
        case (state)
            S0: begin
                if (coin == 2'b01)      
                    next_state = S5;
                else if (coin == 2'b10) 
                    next_state = S10;
                else                    
                    next_state = S0;
            end
            S5: begin
                if (coin == 2'b01)      
                    next_state = S10;
                else if (coin == 2'b10) 
                    begin
                        next_state = S0;  
                        out = 1;          
                    end
                else                    
                    next_state = S5;
            end
            S10: begin
                if (coin == 2'b01) 
                    begin
                        next_state = S0;  
                        out = 1;          
                    end
                else if (coin == 2'b10) 
                    begin
                        next_state = S0;  
                        out = 1;          
                    end
                else                    
                    next_state = S10;
            end
            default: begin
                next_state = S0;
                out = 0;
            end
        endcase
    end
endmodule
```
**flow/run.sh**
```bash
#!/bin/bash
# OpenROAD 26Q1-2900-gdf79404cd8, Yosys 0.63+post, stock flow scripts
make -C /OpenROAD-flow-scripts/flow DESIGN_CONFIG=/design/flow/config.mk WORK_HOME=/design/flow/orfs finish
```
**flow/config.mk**
```make
export PLATFORM = sky130hd
export DESIGN_NAME = mealy_vending
export DESIGN_NICKNAME = mealy_vending
export VERILOG_FILES = /design/flow/design.v
export SDC_FILE = /design/flow/constraint.sdc
export NUM_CORES = 4
export LEC_CHECK = 1
export CORE_AREA = 10 10 70 70
export DIE_AREA = 0 0 80 80
```
**flow/constraint.sdc**
```tcl
current_design mealy_vending

set clk_period 1.1
set clk_io_pct 0.2

create_clock -name clk0 -period $clk_period [get_ports {clk}]

set non_clock_inputs [all_inputs -no_clocks]
set_input_delay [expr $clk_period * $clk_io_pct] -clock clk0 $non_clock_inputs
set_output_delay [expr $clk_period * $clk_io_pct] -clock clk0 [all_outputs]
```
==> impl_metrics.prom <==
# HELP chip_impl_metric Yosys and OpenROAD flow results
# TYPE chip_impl_metric gauge
chip_impl_info{name="run_status",value="completed"} 1
chip_impl_metric{name="ys_async_rst_share",unit="%"} 100
chip_impl_metric{name="netSwitchingFraction",unit="%"} 22.4
chip_impl_metric{name="met3WireLength",unit="um"} 47
chip_impl_metric{name="drt-wirelength-per-cell",unit="um"} 6.53
chip_impl_metric{name="synthesis.instances",unit=""} 17
chip_impl_metric{name="clock_power_share",unit="%"} 56.5
chip_impl_metric{name="area_grow_syn2layout",unit="%"} 98.5
chip_impl_metric{name="cts-root-to-sink-buffers",unit=""} 2
chip_impl_metric{name="max_cap_violations",unit=""} 0
chip_impl_metric{name="grtUsageTotal",unit="%"} 1.57
chip_impl_metric{name="worst_slew_margin_rel",unit="%"} 81.2
chip_impl_metric{name="worst-r2r-cell-count",unit=""} 3
chip_impl_metric{name="postLayoutSetupSlackWorst",unit="ns"} 0.0252
chip_impl_info{name="most_common_flop_cell_mapped_by_yosys",value="sky130_fd_sc_hd__dfrtp_1"} 1
chip_impl_info{name="top_regs",value="state (3)"} 1
chip_impl_metric{name="drt_first_pass_iters",unit=""} 4
chip_impl_metric{name="floorplan.die.width",unit="um"} 80
chip_impl_metric{name="final_cell_area",unit="sq um"} 328
chip_impl_metric{name="final_min_period_over_clock_period",unit="%"} 97.7
chip_impl_metric{name="viasPerCell",unit=""} 2.32
chip_impl_metric{name="netlist-cell-type-count",unit=""} 9
chip_impl_metric{name="floorplan.core_area",unit="sq um"} 3420
chip_impl_metric{name="syn_avg_cell_area",unit="sq um"} 9.72
chip_impl_metric{name="post_cts_hold_buffer_count",unit=""} 0
chip_impl_info{name="cp-start-kind",value="flip-flop"} 1
chip_impl_metric{name="finalMaxSlewViolations",unit=""} 0
chip_impl_metric{name="met1Wirelength",unit="um"} 250
chip_impl_info{name="slowest_stage",value="sky130_fd_sc_hd__dfrtp_1"} 1
chip_impl_metric{name="grt_pass1_vias",unit=""} 202
chip_impl_info{name="cts.root.buffer_cell",value="sky130_fd_sc_hd__clkbuf_4"} 1
chip_impl_info{name="tritoncts",value="yes"} 1
chip_impl_metric{name="worstPathMaxFanout",unit=""} 2
chip_impl_metric{name="hold_violations",unit=""} 0
chip_impl_metric{name="routed-wl-met2",unit="um"} 170
chip_impl_metric{name="max_clock_freq",unit="MHz"} 930
chip_impl_metric{name="p_sw",unit="uW"} 77.8
chip_impl_metric{name="port_buffers",unit=""} 4
chip_impl_info{name="worst_setup_path_end_kind",value="output pin"} 1
chip_impl_metric{name="worst-endpoint-arrival",unit="ns"} 0.85
chip_impl_info{name="post_synth_main_area_contributors",value="sky130_fd_sc_hd__dfrtp_1, sky130_fd_sc_hd__dfstp_2, sky130_fd_sc_hd__ha_1"} 1
chip_impl_metric{name="p_int",unit="uW"} 270
chip_impl_info{name="rsz_0062_raised_after_global_routing",value="true"} 1
chip_impl_metric{name="cts_max_level",unit=""} 1
chip_impl_metric{name="num_rows",unit=""} 21
chip_impl_metric{name="clock_sinks",unit=""} 3
chip_impl_metric{name="antenna_found_initial",unit=""} 0
chip_impl_metric{name="detail_route.antenna_diodes",unit=""} 0
chip_impl_metric{name="maximum_number_of_pins_on_one_net_before_global_route_repair",unit=""} 4
chip_impl_metric{name="pre_cts_ws",unit="ns"} -0.879
chip_impl_metric{name="final_layout_size_suffix_gt1_share",unit="%"} 56.7
chip_impl_metric{name="drt_first_iter_violations",unit=""} 21
chip_impl_metric{name="numCtsBuffers",unit=""} 3
chip_impl_metric{name="clk_latency",unit="ns"} 0.23
chip_impl_metric{name="worstSetupPathDepth",unit=""} 3
chip_impl_metric{name="synth_stat.cells",unit=""} 17
chip_impl_metric{name="chip_area",unit="sq um"} 6400
chip_impl_metric{name="warnings",unit=""} 28
chip_impl_info{name="post-synth-top-area-cell",value="sky130_fd_sc_hd__dfrtp_1"} 1
chip_impl_info{name="ranking_of_synthesized_cells_by_instance_count",value="sky130_fd_sc_hd__inv_1, sky130_fd_sc_hd__dfrtp_1, sky130_fd_sc_hd__ha_1, sky130_fd_sc_hd__nand2_1, sky130_fd_sc_hd__o21ai_0"} 1
chip_impl_info{name="cp_top_family",value="flip-flops"} 1
chip_impl_metric{name="finalCriticalPeriod",unit="ns"} 1.07
chip_impl_metric{name="final_antenna_net_count",unit=""} 0
chip_impl_metric{name="finalSetupViolations",unit=""} 0
chip_impl_metric{name="drt-total-wl",unit="um"} 496
chip_impl_metric{name="comb_power_share",unit="%"} 11.5
chip_impl_metric{name="routed-via-count",unit=""} 176
chip_impl_metric{name="remaining_drc_errors",unit=""} 0
chip_impl_metric{name="synth.top_cell.area_share",unit="%"} 30.3
chip_impl_metric{name="synth.cell_area",unit="sq um"} 165
chip_impl_metric{name="max_slew.worst_pin.slew",unit="ns"} 0.282
chip_impl_info{name="route.top_layer_used",value="met4"} 1
chip_impl_metric{name="yosysWarnings",unit=""} 1
chip_impl_metric{name="initCoreUtil",unit="%"} 4.84
chip_impl_metric{name="sequentialPowerShare",unit="%"} 32.0
chip_impl_metric{name="numSynthFlops",unit=""} 3
chip_impl_info{name="holdCritPathClass",value="primary input to asynchronous set/reset pin"} 1
chip_impl_info{name="most_common_cell",value="sky130_fd_sc_hd__inv_1"} 1
chip_impl_metric{name="clk_pin_slew_worst_paths",unit="ns"} 0.04
chip_impl_metric{name="final.setup_skew",unit="ns"} 0.00141
chip_impl_metric{name="gp_congestion",unit=""} 0.649
chip_impl_metric{name="num_io_pins",unit=""} 5
chip_impl_metric{name="path_buffers",unit=""} 1
chip_impl_metric{name="numPlacedInstances",unit=""} 70
chip_impl_metric{name="required_time_at_the_endpoint_of_the_critical_path",unit="ns"} 0.88
chip_impl_metric{name="grt_pass1_wl",unit="um"} 828
chip_impl_metric{name="peakVddDrop",unit="mV"} 0.178
chip_impl_metric{name="yosysSeqAreaShare",unit="%"} 46.2
chip_impl_metric{name="globalRoute.totalOverflow",unit=""} 0
chip_impl_metric{name="enable_flop_cells",unit=""} 0
chip_impl_metric{name="post-route-util",unit="%"} 9.60
chip_impl_metric{name="die-height",unit="um"} 80
chip_impl_metric{name="final_cells",unit=""} 76
chip_impl_metric{name="critPathMaxStageDelay",unit="ns"} 0.38
chip_impl_info{name="criticalPathCategory",value="flip-flop to output pin"} 1
chip_impl_info{name="worstPathCellList",value="nand2_1, o21ai_2, buf_2"} 1
chip_impl_metric{name="total_power_divided_by_cell_area",unit="nW/um^2"} 1060
chip_impl_metric{name="p_leak",unit="uW"} 0.000155
chip_impl_metric{name="largest_register_ffs",unit=""} 3
chip_impl_metric{name="final.setup.tns",unit="ns"} 0
chip_impl_info{name="largest-register",value="state"} 1
chip_impl_metric{name="synth.yosys.chip_area",unit="sq um"} 165
chip_impl_metric{name="place_area",unit="sq um"} 285
==> layer usage <==
layer | global-route usage (%) | vias to the layer above
met4 | 1.23 | 0
met5 | 0 | -
li1 | - | 83
met1 | 2.26 | 78
met2 | 1.77 | 13
met3 | 0.568 | 2
==> final cells by class <==
cell class | count | area (sq um)
Clock buffer | 4 | 26.3
Fill cell | 408 | 3090
Inverter | 5 | 18.8
Multi-Input combinational cell | 9 | 86.3
Sequential cell | 3 | 76.3
Tap cell | 46 | 57.6
Timing Repair Buffer | 9 | 62.6
==> cell usage in the layout (no fill, tap or decap) <==
cell,n
sky130_fd_sc_hd__ha_4,1
sky130_fd_sc_hd__dfstp_2,1
sky130_fd_sc_hd__clkdlybuf4s50_1,1
sky130_fd_sc_hd__o21ai_0,1
sky130_fd_sc_hd__buf_4,5
sky130_fd_sc_hd__a222oi_1,1
sky130_fd_sc_hd__inv_1,3
sky130_fd_sc_hd__clkbuf_1,1
sky130_fd_sc_hd__nand2_1,2
sky130_fd_sc_hd__clkbuf_4,3
sky130_fd_sc_hd__inv_2,2
sky130_fd_sc_hd__a22oi_1,1
sky130_fd_sc_hd__a22o_2,1
sky130_fd_sc_hd__buf_2,3
sky130_fd_sc_hd__o21ai_2,1
sky130_fd_sc_hd__ha_1,1
sky130_fd_sc_hd__dfrtp_1,2
==> kinds of logic after synthesis <==
group / count (synthesis) / synth area share, %
fa+ha+maj: 2 / 15.1
flops: 3 / 46.2
simple gates: 2 / 4.55
compound gates: 5 / 22.7
buf+inv: 5 / 11.4
==> repair_timing <==
item                                    CTS  global route
setup buffers                             2             0
endpoints found under the setup margin    4             1
gates cloned                              0             0
pin swaps                                 2             2
resized                                  14             2
==> path summary, 6_finish.rpt <==
| path | from | endpoint | slack, ns |
|---|---|---|---|
| min | reset | state[1]$_DFF_PP0_ | 0.16 |
| max in group asynchronous | reset | state[0]$_DFF_PP1_ | 0.73 |
| max reg2reg | state[2]$_DFF_PP0_ | state[1]$_DFF_PP0_ | 0.04 |
| min reg2reg | state[0]$_DFF_PP1_ | state[0]$_DFF_PP1_ | 0.59 |
| min in group clk0 | coin[1] | state[1]$_DFF_PP0_ | 0.48 |
| max | state[2]$_DFF_PP0_ | out | 0.03 |
==> metrics by stage <==
step / total power [uW] / hold slack, ns
6_report: 348 / 0.156
5_1_grt: 381 / 0.168
4_1_cts: 363 / 0.153
3_5_place_dp: 148 / 0.409
3_3_place_gp: 148 / 0.431
2_1_floorplan: 124 / -0.0271
==> power groups by stage <==
| stage | Combinational, uW | Sequential [uW] | Clock [uW] |
|---|---|---|---|
| after CTS | 40.2 | 111 | 212 |
| after global routing | 45.1 | 111 | 225 |
| final | 40.1 | 111 | 196 |
Power is estimated from default activity; no workload was simulated.
