File: design/flow/run.sh
#!/bin/bash
# OpenROAD 26Q1-2900-gdf79404cd8, Yosys 0.63+post, stock flow scripts
make -C /OpenROAD-flow-scripts/flow DESIGN_CONFIG=/design/flow/config.mk WORK_HOME=/design/flow/orfs finish
File: design/flow/config.mk
export PLATFORM = sky130hd
export DESIGN_NAME = moore_vending
export DESIGN_NICKNAME = moore_vending
export VERILOG_FILES = /design/flow/design.v
export SDC_FILE = /design/flow/constraint.sdc
export NUM_CORES = 4
export LEC_CHECK = 1
export CORE_AREA = 10 10 70 70
export DIE_AREA = 0 0 80 80
File: design/flow/constraint.sdc
current_design moore_vending

set clk_period 1.1
set clk_io_pct 0.2

create_clock -name clk0 -period $clk_period [get_ports {clk}]

set non_clock_inputs [all_inputs -no_clocks]
set_input_delay [expr $clk_period * $clk_io_pct] -clock clk0 $non_clock_inputs
set_output_delay [expr $clk_period * $clk_io_pct] -clock clk0 [all_outputs]
File: design/flow/design.v
`timescale 1ns / 1ps
module moore_vending (
    input wire clk,
    input wire reset,
    input wire [1:0] coin,   
    output reg out
);
    parameter S0  = 2'b00;  
    parameter S5  = 2'b01;  
    parameter S10 = 2'b10;  
    parameter S15 = 2'b11;  
    reg [1:0] state, next_state;
    always @(posedge clk or posedge reset) begin
        if (reset)
            state <= S0;
        else
            state <= next_state;
    end
    always @(*) begin
        case (state)
            S0: begin
                if (coin == 2'b01)      
                    next_state = S5;
                else if (coin == 2'b10) 
                    next_state = S10;
                else                    
                    next_state = S0;
            end
            S5: begin
                if (coin == 2'b01)      
                    next_state = S10;
                else if (coin == 2'b10) 
                    next_state = S15;
                else                    
                    next_state = S5;
            end
            S10: begin
                if (coin == 2'b01)      
                    next_state = S15;
                else if (coin == 2'b10) 
                    next_state = S15;
                else                    
                    next_state = S10;
            end
            S15: begin
                next_state = S0;
            end
            default: next_state = S0;
        endcase
    end
    always @(*) begin
        if (state == S15)
            out = 1;
        else
            out = 0;
    end
endmodule
==> run summary <==
Outcome: complete, no violations
Clock Skew: 0.00183 ns
Reg2reg end: state[1]
Switching Power: 0.0873 mW
Total GRT Usage: 0.0144
Final Slew Violations: 0
Total power: 0.408 mW
Crit path buffers/inverters: 3
Final period util: 0.925
Tmin final: 1.02 ns
Setup ws final: 0.0827 ns
Crit. End Element: flip-flop
Post-DP HPWL: 314 µm
Post-synth area hogs: dfrtp_1 41%, dfstp_2 14%, ha_1 14%
DR WL/cell: 5.56 µm
P_leak: 0.157 nW
CTS tree: done
Sw frac: 0.214
Post-Syn Area: 181 µm²
YS chip area: 181 µm²
Top cells by count: 4 x inv_1, 3 x dfrtp_1, 2 x ha_1, 2 x nor2_1
Tool Warnings: 26
Flip-flops with a built-in enable: 0
Most flop-heavy register: state
CTS clk-pin slew, worst paths: 0.04 ns
Cell Rows: 21
Via-to-Cell Ratio: 2.08
Clock H-tree levels: 1
Yosys Instances: 16
Floorplan Utilization: 0.0531
GR Overflow Total: 0
Synth Seq Share: 0.559
Die ar.: 6400 µm²
Insertion Delay late pin: 0.23 ns
Power Dens Cells: 1230 nW/µm²
Post-CTS Hold Buffers: 0
FMAX: 983 MHz
Worst min path class: in2async
Max-area cell share: 0.414
Placed instance count: 67
Core area: 3420 µm²
Most common cell in the netlist: inv_1
Area grow syn2layout: 82.1%
Ys Warns: 1
WP data arrival: 1.13 ns
First-pass detailed-route iteration total: 4
Maximum VDD drop: 0.650 mV
Sequential share of power: 0.400
Post-Layout Cell Count: 72
Most area-hungry cell type in the Yosys netlist: dfrtp_1
Global-route wire length before repair: 717 µm
Hold Fails Final Rpt: 0
Root Buffer: clkbuf_4
Post-layout util: 0.0967
Main flop type: dfrtp_1
CP max-delay cell: a222oi_1
Slew @ Worst Pin: 0.306 ns
Req. time, crit path: 1.21 ns
CP Max Fanout: 2
Crit-path most repeated cell: inv_1
Reg2reg path depth: 2
DRT iter0 DRCs: 1
Max-cap violations: 0
PortBufs: 4
Async SR Flop Fraction: 1.00
Avg Inst Size Synth: 11.3 µm²
Yosys reg bits: 4
Placed Area: 287 µm²
Number of remaining DRC errors: 0
Gate power share: 0.112
Delay-heaviest family, CP: buffers and inverters
IO Count: 5
Die y size: 80 µm
Clock sinks: 4
Worst hold margin: 0.161 ns
Critical path, cell by cell: dlygate4sd2_1 -> inv_1 -> ha_1 -> a222oi_1 -> inv_1
CTS Buf Count: 3
Regs by FF count: state: 4 flops
Number of global-route vias before repair: 165
R2R setup slack: 0.16 ns
Clk buf depth: 2
Post-Synthesis Cells: 16
Critical path startpoint category: input port
Pre-CTS setup slack: -0.485 ns
Initial antenna violation count: 0
Antenna diodes: 0
GPL Wtd Cong: 0.648
Largest net degree at the start of global routing: 5
R2R Path Start: state[2]
Pint: 0.320 mW
RSZ-0062 raised after global routing: no
Worst slew margin relative to its limit: 0.796
Power share of the clock group: 0.488
CP max stage delay: 0.34 ns
Design Area, Final: 330 µm²
Setup TNS: 0 ns
Share of cells above drive strength 1: 0.308
Antenna Nets Post-Route: 0
Cell variety after synth: 9
Routed via count: 150
Critical path class: in2reg
WL final: 400 µm
Largest register FFs: 4
Count of final setup violators: 0
Chip width: 80 µm
## worst max path at each step
stage                 slack, ns      from  cells past startpoint       end
final                      0.08   coin[1]                      5  state[1]
after global routing      0.008   coin[1]                      5  state[1]
after CTS                  0.02  state[3]                      1       out
## layout by cell type (no fill, tap or decap), drive strengths merged
cell | netlist | layout
a21o | 1 | 1
buf | 0 | 2
a222oi | 1 | 1
ha | 2 | 2
dfstp | 1 | 1
a22o | 1 | 1
dlygate4sd2 | 0 | 2
nor2 | 2 | 2
dfrtp | 3 | 3
clkdlybuf4s15 | 0 | 1
inv | 4 | 4
a21oi | 1 | 1
clkdlybuf4s50 | 0 | 1
clkbuf | 0 | 4
## worst reg2reg max path, stage by stage, from the launching register on
cell and delay (ns):
dfrtp_1 0.38, a222oi_1 0.37, inv_1 0.07
## power by group through the flow
stage | registers [mW] | logic, mW | clock network, mW
after global routing | 0.164 | 0.0532 | 0.216
after CTS | 0.163 | 0.0457 | 0.212
final | 0.163 | 0.0455 | 0.199
## routing by layer
metal | vias to the layer above | track usage | share of wire
met5 | - | 0 | 0
met4 | 0 | 0.00352 | 0
met3 | 0 | 0.0102 | 0.13
met2 | 9 | 0.0136 | 0.30
met1 | 66 | 0.0227 | 0.57
li1 | 75 | - | -
## layout make-up
| type | instances | area [µm²] |
|---|---|---|
| Sequential cell | 4 | 101 |
| Multi-Input combinational cell | 8 | 77.6 |
| Fill cell | 400 | 3090 |
| Inverter | 4 | 15.0 |
| Timing Repair Buffer | 6 | 52.6 |
| Clock buffer | 4 | 26.3 |
| Tap cell | 46 | 57.6 |
## logic make-up after synthesis
group,Yosys count,share of synthesized area
simple gates,2,0.0414
buf+inv,4,0.0827
fa+ha+maj,2,0.138
flops,4,0.559
compound gates,4,0.179
## repair_timing
action | in CTS | in global routing
pin swaps | 1 | 0
endpoints found under the hold margin | 0 | 0
gates cloned | 0 | 0
buffers inserted | 1 | 0
gates resized | 4 | 1
setup endpoints to repair | 4 | 1
Power figures rest on the tool's default switching activity, not on a simulated workload.
